==> flow/design.v <==
module dotprod #(
    parameter M = 8,
    parameter W = 6,
    parameter N = 8
) (
    input  logic clk,
    input  logic rst,
    input  logic [M*W-1:0] data_in,
    input  logic [M*N-1:0] weights,
    input  logic vld_in,
    output logic [W+N+$clog2(M)-1:0] result,
    output logic vld_out
);
    logic [W+N-1:0] prods [0:M-1];
    genvar i;
    generate
        for (i = 0; i < M; i++) begin
            assign prods[i] = data_in[i*W +: W] * weights[i*N +: N];
        end
    endgenerate
    localparam int SUMW = W + N + $clog2(M);
    logic [SUMW-1:0] stage0 [0:M-1];
    always_comb begin
        for (int j = 0; j < M; j++) stage0[j] = prods[j];
    end
        localparam int STAGE1_SIZE = (M + 1) >> 1;
        logic [SUMW-1:0] stage1 [0:STAGE1_SIZE-1];
        always_ff @(posedge clk) begin
            if (rst) begin
                for (int k=0; k<STAGE1_SIZE; k++) stage1[k] <= '0;
            end else begin
                for (int k=0; k<STAGE1_SIZE; k++) begin
                    if (2*k+1 < M)
                        stage1[k] <= stage0[2*k] + stage0[2*k+1];
                    else
                        stage1[k] <= stage0[2*k];
                end
            end
        end
        localparam int STAGE2_SIZE = (STAGE1_SIZE + 1) >> 1;
        logic [SUMW-1:0] stage2 [0:STAGE2_SIZE-1];
        always_ff @(posedge clk) begin
            if (rst) begin
                for (int k=0; k<STAGE2_SIZE; k++) stage2[k] <= '0;
            end else begin
                for (int k=0; k<STAGE2_SIZE; k++) begin
                    if (2*k+1 < STAGE1_SIZE)
                        stage2[k] <= stage1[2*k] + stage1[2*k+1];
                    else
                        stage2[k] <= stage1[2*k];
                end
            end
        end
        localparam int STAGE3_SIZE = (STAGE2_SIZE + 1) >> 1;
        logic [SUMW-1:0] stage3 [0:STAGE3_SIZE-1];
        always_ff @(posedge clk) begin
            if (rst) begin
                for (int k=0; k<STAGE3_SIZE; k++) stage3[k] <= '0;
            end else begin
                for (int k=0; k<STAGE3_SIZE; k++) begin
                    if (2*k+1 < STAGE2_SIZE)
                        stage3[k] <= stage2[2*k] + stage2[2*k+1];
                    else
                        stage3[k] <= stage2[2*k];
                end
            end
        end
    logic vld_layer1;
    logic vld_layer2;
    logic vld_layer3;
    always_ff @(posedge clk) begin
        if (rst) begin
            vld_layer1 <= 1'b0;
            vld_layer2 <= 1'b0;
            vld_layer3 <= 1'b0;
        end else begin
            vld_layer1 <= vld_in;
            vld_layer2 <= vld_layer1;
            vld_layer3 <= vld_layer2;
        end
    end
    assign result  = stage3[0];
    assign vld_out = vld_layer3;
endmodule
==> flow/run.sh <==
#!/bin/bash
# OpenROAD 26Q1-2900-gdf79404cd8, Yosys 0.63+post, stock flow scripts
make -C /OpenROAD-flow-scripts/flow DESIGN_CONFIG=/design/flow/config.mk WORK_HOME=/design/flow/orfs finish
==> flow/config.mk <==
export PLATFORM = sky130hd
export DESIGN_NAME = dotprod
export DESIGN_NICKNAME = dotprod
export VERILOG_FILES = /design/flow/design.v
export SDC_FILE = /design/flow/constraint.sdc
export NUM_CORES = 4
export LEC_CHECK = 1
export CORE_UTILIZATION = 50
export SYNTH_HDL_FRONTEND = slang
==> flow/constraint.sdc <==
current_design dotprod

set clk_period 11.6
set clk_io_pct 0.2

create_clock -name clk0 -period $clk_period [get_ports {clk}]

set non_clock_inputs [all_inputs -no_clocks]
set_input_delay [expr $clk_period * $clk_io_pct] -clock clk0 $non_clock_inputs
set_output_delay [expr $clk_period * $clk_io_pct] -clock clk0 [all_outputs]
==> results_dict.tcl <==
# implementation run metrics
set metrics [dict create \
    hold_buffers 0 \
    common_cells "inv_1 (329), ha_1 (254), fa_1 (247)" \
    clockRootBuffer "clkbuf_16" \
    finalCritPeriodShare 0.697 \
    critPathMostFrequentCell "fa_1" \
    cap_violations 0 \
    drc 0 \
    drtIter0Drc 551 \
    grt_pass1_wl_mm 60.4 \
    gp_congestion 0.865 \
    ys_seq_elements 112 \
    crit_type "input pin to register" \
    diodes 0 \
    ant_nets 0 \
    critical_path.max_fanout 8 \
    cpPeakStageDelay_ns 0.54 \
    cts_setup_buffers 0 \
    ys_chip_area_sq_um 18000 \
    cpLargestDelayFamily "adder cells" \
    hold_viol_final 0 \
    num-fill-cells 3191 \
    cp_cell_sequence "clkdlybuf4s50_1 > and2_1 > fa_1 > inv_1 > fa_1 > fa_1 > inv_1 > ha_1 > a21oi_1 > nor2b_1 > o31a_1 > or4_1 > and3_1 > a311oi_1 > fa_1 > inv_1 > ha_1 > a2111oi_0 > o211ai_1 > a21oi_1 > nor2_1 > xor2_1 > nor2_1" \
    cts_resized 0 \
    crit_slowest_cell "clkdlybuf4s50_1" \
    grt_pass1_vias 12900 \
    syn-cell-area_sq_um 18000 \
    finalPower_w 0.00442 \
    cts_tree "yes" \
    clock-sinks 112 \
    dr_total_vias 13600 \
    wirelength_mm 34.8 \
    grt_setup_unrepaired "false" \
    chipArea_sq_um 36800 \
    netlist_instances 2062 \
    outcome "finished clean" \
    warnings 33 \
    cp.required_ns 11.82 \
    setup_violations 0 \
    dp_hpwl_mm 30.1 \
    grt_usage 0.210 \
    fp_util 0.507 \
    ys_types 66 \
    end_kind "register" \
    pre_cts_slack_ns 3.16 \
    fin_skew_ns 0.00845 \
    top_cell "inv_1" \
    min_period_ns 8.09 \
    clk_pin_slew_ns 0.07 \
    edf_count 0 \
    syn_to_final_growth_pct 12.0 \
    hold_path_class "register to register" \
    ys_seq_share 0.124 \
    rows 69 \
    die_h_um 192 \
    htreeDepth 3 \
    path_buffers 4 \
    setup_ws_ns 3.51 \
    final-seq-area_sq_um 2240 \
    p_per_area_nw_per_um2 219 \
    yosysCellCount 2062 \
    cp_data_arrival_time_ns 8.31 \
    synth-main-ff-cell "dfxtp_1" \
    clockBufferDepth 2 \
    numCtsBuffers 9 \
    dieWidth_um 192 \
    yosysWarnings 0 \
    p_leak_nw 9.88 \
    fmax_ghz 0.124 \
    clk_latency_ns 0.35 \
    layout-drive-gt1-share 0.0141 \
    post_drt_wl_per_cell_um 13.1 \
    vdd_drop_max_v 0.000150 \
    dp.cells 2640 \
    drt_pre_antenna_iters 6 \
    via_per_inst 5.10 \
    numPortBuffers 132 \
    syn_avg_cell_area_sq_um 8.75 \
    post-route-util 0.568 \
    top_level_ports 133 \
    core_area_sq_um 35600 \
    stdcell_count 2656 \
    grt_max_degree 66 \
    gr-total-overflow 0 \
    antenna_found_initial 0 \
    slew_viol_final 0 \
    synth_top_cell_by_area "fa_1" \
    tightestPinTransition_ns 0.794 \
    maxSlewHeadroom 0.464 \
    top_cell_area_share 0.274 \
    crit_path_start_kind "input pin" \
    finalSetupTns_ns 0 \
    logic_area_sq_um 14500 \
    async_flop_share 0 \
    topCellsByArea "fa_1 (27%), ha_1 (18%), dfxtp_1 (12%), and2_1 (7.3%), inv_1 (6.8%)" \
]
worst reg2reg max path, delay by kind of cell, from the launching register on:
kind | cells | cell delay, ns
DFF | 1 | 0.36
adders and majority gates | 1 | 0.26
AOI/OAI and AO/OA | 5 | 1.93
logic make-up (layout without fill, tap and decap cells):
| family | after synthesis | in the layout | synth area share |
|---|---|---|---|
| AND-OR/OR-AND | 282 | 282 | 0.106 |
| adder cells (fa/ha/maj) | 501 | 501 | 0.450 |
| buffers and inverters | 345 | 478 | 0.0718 |
| AND/OR/NAND/NOR | 729 | 729 | 0.202 |
| flip-flops | 112 | 112 | 0.124 |
| XOR/XNOR | 86 | 86 | 0.0417 |
| multiplexers | 7 | 7 | 0.00423 |
through the flow:
step	hold WS [ns]	area [sq um]
2_1_floorplan	0.414	18000
3_3_place_gp	0.444	19900
3_5_place_dp	0.433	19900
4_1_cts	0.451	20200
5_1_grt	0.476	20200
6_report	0.448	20200
cell usage in the layout (no fill, tap or decap), types with 31 or more instances in the layout:
cell type,n
xnor2_1,54
a21o_1,34
nor2_1,145
o21ai_0,46
fa_1,247
and2_1,211
inv_1,329
dfxtp_1,112
a21oi_1,62
nand2_1,221
nor2b_1,37
xor2_1,32
nor3_1,40
clkdlybuf4s50_1,131
o21a_1,31
ha_1,254
layout make-up:
class	count	area share
sequential	112	0.111
multi-input combinational	1605	0.718
timing repair buffer	133	0.0657
tap	461	0.0286
clock inverter	7	0.00440
inverter	329	0.0611
clock buffer	9	0.0111
power by group:
group / total [W] / switching (W) / leakage, nW / internal (W)
registers: 0.000598 / 0.0000595 / 0.928 / 0.000539
logic: 0.00351 / 0.00192 / 8.80 / 0.00159
clock network: 0.000316 / 0.000143 / 0.155 / 0.000172
layer usage:
metal  vias up  part of all wire  global-route usage
li1       6959                 -                   -
met1      6393              0.53               0.359
met2       187              0.44               0.312
met3        15             0.030              0.0227
met4         0            0.0055              0.0110
met5         -                 0                   0
final timing paths:
path	end	from	cells past startpoint	slack [ns]
worst max register to register	stage2[0][13]	stage1[0][0]	6	8.87
worst min-delay path	vld_layer2	vld_layer1	1	0.45
worst min register to register	vld_layer2	vld_layer1	1	0.45
worst max-delay path	stage1[0][14]	data_in[0]	23	3.51
sequential cells by signal, summed over array words and instances, names as in the netlist:
| signal | count |
|---|---|
| stage1 | 60 |
| stage2 | 32 |
| stage3 | 17 |
| vld_layer1 | 1 |
| vld_layer2 | 1 |
| vld_out | 1 |
Power is estimated from default activity; no workload was simulated.
